==> design/flow/design.v <==
module ALU_32 (
    input      [ 2:0] op,
    input      [31:0] A,
    input      [31:0] B,
    input             ci,
    output reg [31:0] result,
    output reg        co
);
  always @(op or A or B) begin
    case (op)
      0: {co, result} = A + B;
      1: {co, result} = A + B + ci;
      2: {co, result} = A - B - ci;
      3: result = A & B;
      4: result = A | B;
      5: result = A ^ B;
      6: result = ~A;
      default: begin
        co     = 0;
        result = 'bx;
      end
    endcase
  end
endmodule   
==> design/flow/run.sh <==
#!/bin/bash
# OpenROAD 26Q1-2900-gdf79404cd8, Yosys 0.63+post, stock flow scripts
make -C /OpenROAD-flow-scripts/flow DESIGN_CONFIG=/design/flow/config.mk WORK_HOME=/design/flow/orfs finish
==> design/flow/config.mk <==
export PLATFORM = sky130hd
export DESIGN_NAME = ALU_32
export DESIGN_NICKNAME = ALU_32
export VERILOG_FILES = /design/flow/design.v
export SDC_FILE = /design/flow/constraint.sdc
export NUM_CORES = 4
export LEC_CHECK = 1
export CORE_UTILIZATION = 30
==> design/flow/constraint.sdc <==
current_design ALU_32

set clk_period 25.2
set clk_io_pct 0.2

create_clock -name clk0 -period $clk_period

set non_clock_inputs [all_inputs -no_clocks]
set_input_delay [expr $clk_period * $clk_io_pct] -clock clk0 $non_clock_inputs
set_output_delay [expr $clk_period * $clk_io_pct] -clock clk0 [all_outputs]
==> GITHUB_STEP_SUMMARY <==
### Metrics collected by this job

| Metric | Value |
|---|---|
| CP startpoint kind | input pin |
| Logic family by area | AND-OR/OR-AND gates |
| P&R area growth vs syn | 15.12% |
| Area share, top type | 19.29% |
| PortBufs | 101 |
| EDFF count, synth | 0 |
| Ys async rst share | 0% |
| Total power | 248.6 uW |
| Die Ht | 161.7 microns |
| Synthesized cell area | 7655 sq um |
| Crit-path max cell delay | 0.52 ns |
| Xor/xnor share | 6.979% |
| Cell with the largest stage delay on the worst path | clkdlybuf4s50_1 |
| Worst vdd ir | 0.01245 mV |
| Area reported by Yosys stat | 7655 sq um |
| Met1 usage | 31.28% |
| Final min period | 15.08 ns |
| Adder Share, Synth | 20.73% |
| Post-DRT Antenna Nets | 0 |
| Number of logged tool warnings | 96 |
| Row count | 58 |
| Grt met2 use | 33.52% |
| Unrepaired setup endpoints after global routing | false |
| Post-Layout Cell Count | 1520 |
| First-pass GRT wire length | 43.48 mm |
| Yosys simple share | 23.16% |
| Endpoints left unconstrained | 2 |
| Worst setup slack after layout | 10.12 ns |
| Arr. time, crit path | 10.04 ns |
| Init Core Util | 30.49% |
| Number of remaining DRC errors | 0 |
| Routability cong. | 0.9981 |
| Crit-path max FO | 6 |
| Largest net degree at the start of global routing | 57 |
| DRT iter0 DRCs | 730 |
| Max reg flops | 1 |
| Count of unclocked register or latch pins | 1 |
| Synth Flop Type | dlxtp_1 |
| Outcome | complete, no violations |
| Die area | 26160 sq um |
| Initial antenna violation count | 0 |
| Cell family with most CP delay | simple AND/OR/NAND/NOR gates |
| # fillers | 2682 |
| Most frequent cells in the layout | 118 x ha_1, 117 x inv_1, 104 x a21oi_1, 98 x clkdlybuf4s50_1, 95 x nand2_1 |
| Hold Crit Class | input pin to primary output |
| Commonest Layout Cell | ha_1 |
| Multiplexer share | 2.354% |
| GRT Util Overall | 21.29% |
| Sw Share | 57.95% |
| Power share of the combinational group | 99.9% |
| Seq pwr share | 0.1% |
| Slew Viols, Final | 0 |
| Cells after Synth | 1143 |
| Worst-Margin Slew | 0.8140 ns |
| PwrDens | 28.21 nW/um^2 |
| Switching power | 144.0 uW |
| Main area contributors after synthesis | ha_1 19%, a21oi_1 6.8%, o21ai_0 6.1%, inv_1 5.7%, nand2_1 4.7% |
| Synthesized flop and latch total | 1 |
| Post-CTS Setup Bufs | 0 |
| GRT Residual Overflow | 0 |
| P_int | 104.5 uW |
| Met3 Track Usage GR | 1.719% |
| Largest area contributor in the netlist | ha_1 |
| Final Hold Viols | 0 |
| Critical path buffer and inverter count | 2 |
| Syn avg cell area | 6.697 sq um |
| Worst Path Required | 20.16 ns |
| Cells in synth_stat.txt | 1143 |
| Number of global-route vias before repair | 7867 |
| Final setup violation count | 0 |
| Yosys warning tally | 1 |
| Die width | 161.7 microns |
| Core area | 25110 sq um |
| DR pass1 iterations | 5 |
| ANT cells | 0 |
| Ports | 101 |
| Slew headroom | 44.33% |
| F_max | 66.29 MHz |
| Synth cell types | 99 |
| Routed wire per std cell | 18.11 microns |
| Cells along the critical path | clkdlybuf4s50_1 -> ha_1 -> fa_1 -> a21o_1 -> a221oi_2 -> xnor2_1 -> and4_1 -> nor3b_1 -> nand3_1 -> nor4_2 -> or4b_1 -> o21ai_1 -> a211oi_1 -> a211oi_1 -> clkdlybuf4s50_1 |
| DRT Wirelength | 27.53 mm |
| P_leak | 0.003779 uW |
| Crit Path Class | input pin to primary output |
| Place WS | 10.09 ns |
| Vias | 8516 |
| Cycle use final | 59.86% |
| GR peak layer | met2 |
| Setup TNS after final layout | 0 ns |
| Post_cts resized | 0 |
| Clock power frac | 0% |
| Cts hold-fix bufs | 0 |
| Drt via density | 5.603 |
| CP endpoint kind | primary output |
| Ratio of cells with drive above 1 in the final layout | 4.706% |
| Post-Synth AOI/OAI Area | 36.48% |
| # placed instances | 1520 |
| HPWL Detailed | 22.27 mm |
| Maxcap violations | 0 |
-- path summary, 6_finish.rpt --
| kind | from | depth (start not counted) | end |
|---|---|---|---|
| worst min-delay path | op[1] | 4 | result[2] |
| worst max-delay path | A[0] | 15 | result[29] |
-- tightest hold or removal path, stage by stage --
cell and delay, ns:
buf_2 0.24, o21ai_0 0.21, a21oi_1 0.07, clkdlybuf4s50_1 0.40
-- routing by layer --
layer  share of wire [%]  vias up  wire length [microns]
li1                    -     4263                      -
met1                  47     3911                  12900
met2                  44      300                  12200
met3                 5.8       42                   1599
met4                 3.0        0                    829
met5                   0        -                      0
-- cells in the mapped netlist, drive strengths merged, types with 9 or more instances --
master / n
a211oi: 22
a21o: 22
a21oi: 108
a221o: 10
a221oi: 9
a31oi: 19
and2: 10
and3: 16
buf: 16
clkbuf: 48
ha: 118
inv: 117
mux2i: 9
nand2: 95
nand2b: 17
nand3: 34
nand4: 12
nor2: 83
nor2b: 11
nor3: 18
nor4: 9
o211ai: 24
o21a: 16
o21ai: 97
o31ai: 9
or3: 9
xnor2: 37
xor2: 24
-- logic make-up (layout without fill, tap and decap cells) --
kind of cell               Yosys count  count (layout)
AOI/OAI and AO/OA                  415             415
xor gates and xnor gates            61              61
adders and majority gates          126             126
buffers and inverters              182             229
latches                              1               1
muxes                               14              14
and+or+nand+nor                    344             344
-- stage by stage --
step | utilization, % | hold WS, ns | instance area, sq um
final | 35.10 | 11.00 | 8812
after global routing | 35.10 | 11.09 | 8812
after CTS | 35.10 | 11.01 | 8812
after detailed placement | 35.10 | 11.00 | 8812
after global placement | 35.10 | 11.02 | 8812
after floorplan | - | 10.31 | 7655
-- area by class of cell --
cell class              instances  area, sq um  area share (%)
inverters                     117        439.2           4.984
multi-input cells             960         6867           77.92
flip-flops and latches          1        15.01          0.1704
well taps                     330        412.9           4.686
repair buffers                112         1079           12.24
-- power by group through the flow --
stage     Sequential, uW  Clock [uW]  Combinational [uW]
4_1_cts            0.243           0                 247
6_report           0.239           0                 248
5_1_grt            0.240           0                 275
Power and IR drop assume default switching activity.
