<file path="flow/design.v">
module add_32 (
    a,
    b,
    s,
    ci,
    co
);
  input [31:0] a, b;
  input ci;
  output reg [31:0] s;
  output reg co;
  always @(a or b) begin
    {co, s} = a + b + ci;
  end
endmodule   
</file>
<file path="flow/run.sh">
#!/bin/bash
# OpenROAD 26Q1-2900-gdf79404cd8, Yosys 0.63+post, stock flow scripts
make -C /OpenROAD-flow-scripts/flow DESIGN_CONFIG=/design/flow/config.mk WORK_HOME=/design/flow/orfs finish
</file>
<file path="flow/config.mk">
export PLATFORM = sky130hd
export DESIGN_NAME = add_32
export DESIGN_NICKNAME = add_32
export VERILOG_FILES = /design/flow/design.v
export SDC_FILE = /design/flow/constraint.sdc
export NUM_CORES = 4
export LEC_CHECK = 1
export CORE_AREA = 10 10 98 98
export DIE_AREA = 0 0 108 108
</file>
<file path="flow/constraint.sdc">
current_design add_32

set clk_period 11.3
set clk_io_pct 0.2

create_clock -name clk0 -period $clk_period

set non_clock_inputs [all_inputs -no_clocks]
set_input_delay [expr $clk_period * $clk_io_pct] -clock clk0 $non_clock_inputs
set_output_delay [expr $clk_period * $clk_io_pct] -clock clk0 [all_outputs]
</file>
==> reports/metrics.cfg <==
[pwr]
clockPowerShare = 0
p_seq_frac = 0
max-vdd-ir-drop_mv = 0.0255
pwr-share-comb = 1.000
swShare = 0.413
p_sw_mw = 0.0736
p_int_mw = 0.105
total_power_mw = 0.178
cellLeakagePower_nw = 1.21
powerDensity_nw_per_um2 = 61.1

[worst_setup_path]
critPathRequiredTime_ps = 9040
crit_slowest_cell = clkdlybuf4s50_1
worst_ep_arrival_time_ps = 5580
cp-start-kind = input port
endpoint_kind = primary output
critical_path_class = in -> out
max_stage_delay_ps = 530
worstPathCellList = clkdlybuf4s50_1 > fa_1 > fa_1 > a21oi_1 > o32ai_1 > o211ai_2 > a21o_1 > o21ai_2 > a21o_1 > a311oi_1 > clkdlybuf4s50_1
cp_max_fo = 4

[synthesis]
yosysSeqAreaShare = 0
synth_stat.cells = 259
syn_inst = 259
top_cells_by_area = ha_1 (21%), a21oi_1 (9.2%), xor2_1 (7.1%), a21o_1 (4.9%), xnor2_1 (4.7%)
synth_cell_type_count = 52
yosysWarnings = 1
top_area_frac = 0.209
yosysChipArea_um2 = 1850
yosys.area.top_type = ha_1
synth_area_um2 = 1850
syn_avg_cell_area_um2 = 7.16

[floorplanning]
fp-row-count = 32
fp.dieW_um = 108
die_area_um2 = 11700
io_pins = 98
coreArea_um2 = 7650
die_h_um = 108
fp_util = 0.242

[run]
maxCapViolCount = 0
warnings = 32

[detailed_routing]
drtPass1Iterations = 4
drcViolationCount = 0
num_vias = 2232
antenna-diode-count = 0
wire_per_inst_um = 14.0
drt-total-wl_um = 6360
drtAntennaViolNets = 0
viasPerCell = 4.92
drtIter0Drc = 64

[timing]
maxSlewViolCount = 0
worst_pin_slew_ps = 732
fin_crit_ps = 7840
finalCritPeriodShare = 0.694
setup_viol = 0
max_freq_mhz = 128
timing.final.ws_setup_ps = 3460
hold_viol = 0
relSlewSlack = 0.505
fin_tns_setup_ps = 0
rsz0062_at_grt = no

[global_routing]
antenna_found_initial = 0
grt_pass1_wl_um = 10200
grt_pass1_vias = 2160
grt_max_degree = 13
overflow = 0
grt.total_usage = 0.102

[layout]
ff_latch_area_um2 = 0
syn_to_final_growth_pct = 57.4
layout.cells.non_filler = 454
drive_above_1_share = 0.0313
fin_util = 0.382
n_clock_buffer = 0
flop-count = 0

[clock_network]
cts.repair.resized = 0
post_cts_buffers = 0
cts_hold_buffers = 0

[run_status]
status = finished, final reports clean

[place]
port_buffers = 98
gp_congestion = 0.863
dp_hpwl_um = 5670
post-place-ws_ps = 3450
dp_cells = 454

[worst_hold_path]
min_path_type = in -> out

-- metal layers --
layer,share of wire,track usage,vias to the layer above
met3,0.085,0.0241,0
met1,0.46,0.139,995
met4,0,0,0
li1,-,-,1174
met5,0,0,-
met2,0.45,0.169,63
-- cells in the mapped netlist, types with 2 or more instances --
cell type	instances
ha_1	31
nor3_1	7
a21oi_1	34
buf_6	3
fa_1	2
o21ai_1	8
a21boi_1	2
o31ai_1	3
o211ai_1	4
or3_1	4
nand3_1	5
nor2_1	20
o21a_1	4
nand2_1	23
o21ai_0	12
and3_1	4
xnor2_1	10
inv_1	6
a211oi_1	6
a21o_1	12
xor2_1	15
o21bai_1	5
a211o_1	3
nand4_1	8
-- power groups by stage --
stage	sequential [mW]	combinational [mW]	clock [mW]
after global routing	0	0.199	0
final	0	0.178	0
after CTS	0	0.181	0
-- critical path: cells and delay by family --
kind | cells | cell delay, ps
buffers and inverters | 2 | 960
adders and majority gates | 2 | 910
AOI/OAI and AO/OA | 7 | 1460
-- per-stage QoR --
step	hold WS [ps]	instance area [um^2]
after global routing	5670	2920
after global placement	5620	2920
after floorplan	4620	1850
after CTS	5620	2920
after detailed placement	5620	2920
final	5610	2920
-- logic make-up after synthesis --
group / count (synthesis) / synth area share
fa+ha+maj: 33 / 0.231
buf+inv: 12 / 0.0385
simple gates: 83 / 0.229
compound gates: 105 / 0.379
mux: 1 / 0.00540
xor+xnor: 25 / 0.118
-- cell type report --
class                      count  area (um^2)
fill                         780         4730
multi-input combinational    247         1780
timing repair buffer          98          981
tap                          102          128
inverter                       7         26.3
-- path summary, 6_finish.rpt --
kind   from     to  slack, ps  cells after the start
max    a[0]  s[28]       3460                     11
min   b[30]  s[30]       5610                      4
-- placed cells by master, fill, tap and decap left out, types with 2 or more instances in the layout --
cell	count
or3_1	4
a211oi_1	6
xnor2_1	10
nand3_1	5
inv_1	6
nor2_1	20
o21ai_0	12
nor3_1	7
a21oi_1	34
a21boi_1	2
o211ai_1	4
a211o_1	3
a21o_1	12
nand2_1	23
o21ai_1	8
and3_1	4
o21bai_1	5
clkdlybuf4s50_1	98
o21a_1	4
xor2_1	15
fa_1	2
nand4_1	8
ha_1	31
o31ai_1	3
Power figures rest on the tool's default switching activity, not on a simulated workload.
