<file path="flow/run.sh">
#!/bin/bash
# OpenROAD 26Q1-2900-gdf79404cd8, Yosys 0.63+post, stock flow scripts
make -C /OpenROAD-flow-scripts/flow DESIGN_CONFIG=/design/flow/config.mk WORK_HOME=/design/flow/orfs finish
</file>
<file path="flow/config.mk">
export PLATFORM = sky130hd
export DESIGN_NAME = data_memory
export DESIGN_NICKNAME = data_memory
export VERILOG_FILES = /design/flow/design.v
export SDC_FILE = /design/flow/constraint.sdc
export NUM_CORES = 4
export LEC_CHECK = 1
export CORE_UTILIZATION = 40
export SYNTH_MEMORY_MAX_BITS = 65536
</file>
<file path="flow/constraint.sdc">
current_design data_memory

set clk_period 33.2
set clk_io_pct 0.2

create_clock -name clk0 -period $clk_period [get_ports {clk}]

set non_clock_inputs [all_inputs -no_clocks]
set_input_delay [expr $clk_period * $clk_io_pct] -clock clk0 $non_clock_inputs
set_output_delay [expr $clk_period * $clk_io_pct] -clock clk0 [all_outputs]
</file>
<file path="flow/design.v">
module data_memory (
    addr,
    write_data,
    mem_write,
    mem_read,
    clk,
    read_data
);
  input [9:0] addr;
  input [7:0] write_data;
  input mem_write, mem_read;
  input clk;
  output [7:0] read_data;
  reg [7:0] read_data;
  reg [7:0] MEMO[0:1023];
  integer i = 0;
  initial begin
    read_data <= 0;
    for (i = 0; i < 1024; i = i + 1) begin
      MEMO[i] = i;
    end
  end
  always @(posedge clk) begin
    if (mem_write == 1'b1) MEMO[addr] <= write_data;
    if (mem_read == 1'b1) read_data <= MEMO[addr];
  end
endmodule   
</file>
==> results.cfg <==
; flow metrics
[logic_synthesis]
top_cell_area_share_pct = 77.85
synth.distinct_cells = 58
common_cells = edfxtp_1, mux2i_1, nor2_1
enable_flop_cells = 8200
yosys_area_sq_mm = 0.3163
top_cell = edfxtp_1
syn_avg_cell_area_sq_um = 18.98
syn_inst = 16664
top_area_cell = edfxtp_1
synth.area.top_cells = edfxtp_1, mux2i_1, mux4_2
synth_area_sq_mm = 0.3163
yosys_warnings = 1
ys_ff = 8200
synth-cells-yosys = 16664
ys_seq_share_pct = 77.85
synth-main-ff-cell = edfxtp_1
synth-async-reset-ratio_pct = 0

[layout]
logic_area_sq_mm = 0.06574
seq_area_sq_mm = 0.2462
finalNonFillerCells = 28514
fillers = 65312
layout-drive-gt1-share_pct = 15.17
area_growth_pct = 12.69

[global_routing]
grt_pass1_wl_um = 1282000
grt.total_usage_pct = 24.95
antenna_found_initial = 71
grt_max_degree = 111
overflow = 0
grt_pass1_vias = 170364

[placed_design]
dpl.cell_count = 26906
numPortBuffers = 28
dp_hpwl_um = 566100
gp_congestion = 0.8991

[power]
vdd_drop_max_mv = 0.06561
leakagePower_nw = 115.7
powerDensity_mw_per_mm2 = 58.68
finalPower_w = 0.02092

[route]
ant_nets = 0
drc = 0
wl_per_cell_um = 32.03
wirelength_um = 913200
firstDrtPassIters = 5
drt_iter0_drc = 11620
vias = 162134
routed_via_density = 5.686

[setup_path]
critPathLaunchType = input pin
cp-end-kind = register
arrival_ns = 14.31
regToRegSetupSlack_ns = 29.24
criticalPathCategory = input pin to register
reg2reg_depth = 8
required_ns = 34.09
rr_endpoint = read_data[4]$_DFFE_PP_
cp_max_fo = 72
timing.rr.start = MEMO[795][4]$_DFFE_PP_

[final_timing]
hold_violations = 0
post-route-min-period_ns = 13.42
period_used_pct = 40.43
clock_skew_ns = 0.05253
setup_violations = 0
clock.fmax_mhz = 74.51
rsz0062_at_grt = no
worstMarginPinSlew_ns = 1.535
final.setup.tns_ns = 0
timing.slew.headroom_pct = -3.137
drv_slew = 2

[cts]
root_buffer = clkbuf_16
cts_setup_buffers = 0
clkTransAtPathRegs_ns = 0.06
postCtsResizedCells = 0
cts_inserted_buffers = 790
cts_buffer_depth = 4
h-tree-depth = 6
cts_tree = yes
clock_latency_ns = 1.16
cts_num_sinks = 8200
cts.hold.buffers_added = 0

[min_path]
hp-class = register to register
holdPathStages = 6
hold_end = read_data[4]$_DFFE_PP_
min_from = MEMO[409][4]$_DFFE_PP_

[status]
violations = max-capacitance violations, max-slew violations
status = complete, but fails checks

[die]
coreArea_sq_mm = 0.7880
fp_util_pct = 40.14
fp.dieH_um = 891.2
placementRows = 326
fp.dieArea_sq_mm = 0.7943
ios = 29
die_x_um = 891.2

[job]
tool_warnings = 33
drv_cap = 1
## cell families after synthesis
group,synth area share [%]
muxes,13.87
AOI/OAI and AO/OA,3.791
buffers and inverters,1.618
DFF,77.85
and+or+nand+nor,2.869
## area by class of cell
| cell class | instances | share of cell area (%) |
|---|---|---|
| diodes | 158 | 0.1109 |
| clock buffers | 1015 | 5.831 |
| clock inverters | 435 | 1.001 |
| inverters | 3 | 0.005968 |
| multi-input cells | 7381 | 18.44 |
| flip-flops and latches | 8200 | 69.08 |
| well taps | 10496 | 3.684 |
| repair buffers | 826 | 1.839 |
## routing by layer
metal / up-vias / track usage, % / routed length (um)
met5: - / 1.557 / 1759
met4: 103 / 8.513 / 35790
met3: 1594 / 20.67 / 169900
met2: 9496 / 35.05 / 416200
met1: 81806 / 29.02 / 289500
li1: 69135 / - / -
## cells in the final DEF (no fill, tap or decap), types with 14 or more instances in the layout
master     instances
clkinv_1         230
o2111ai_1        106
a31oi_1           29
nand2_1          198
mux2i_1         2684
nor4_2            22
nor3_2            15
o21ai_0          125
or4_1             29
a211oi_1          51
o22ai_1         1098
a22oi_1          145
edfxtp_1        8200
buf_4            781
mux4_2           748
a21oi_1           75
nor4_1           173
clkbuf_1         217
clkinv_2         104
o31ai_1           17
nand2_4           32
a22o_1            28
nand4_1           15
diode_2          158
o211ai_1          67
clkinv_16         16
nand3_1           23
bufinv_16         34
nor2_1          1376
buf_12            17
mux2_2            15
nand2b_1          14
clkbuf_16        798
nor3_1           159
## worst max-delay path by stage
stage / startpoint / endpoint
5_1_grt: addr[1] / read_data[0]$_DFFE_PP_
6_report: addr[1] / read_data[0]$_DFFE_PP_
4_1_cts: addr[1] / read_data[0]$_DFFE_PP_
## flip-flops by register name, summed over array words and instances (netlist names)
name,cells
MEMO,8192
read_data,8
## critical path, stage by stage
cell and delay [ns]:
buf_16 0.31, buf_4 0.54, buf_4 0.56, buf_4 0.57, buf_4 0.55, buf_4 0.70, buf_4 0.65, buf_4 0.71
mux2i_1 0.26, o22ai_1 0.11, nor4_1 1.13, a31oi_1 0.21, nand4_1 0.42, o2111ai_1 0.20, or4_1 0.42
## report_power, final
part	leakage, nW	internal (W)	switching, W	total [W]
Combinational	30.2	0.000285	0.000683	0.000967
Clock	11.8	0.00469	0.00385	0.00855
Sequential	73.7	0.0114	0.00000482	0.0114
## metrics by stage
| stage | hold slack (ns) | utilization [%] | area (sq um) | setup slack, ns |
|---|---|---|---|---|
| 2_1_floorplan | 0.7531 | - | 316300 | 23.68 |
| 3_3_place_gp | 1.122 | 42.09 | 331700 | 18.84 |
| 3_5_place_dp | 1.105 | 42.09 | 331700 | 18.77 |
| 4_1_cts | 1.127 | 45.18 | 356000 | 20.02 |
| 5_1_grt | 1.163 | 45.19 | 356100 | 19.47 |
| 6_report | 1.103 | 45.23 | 356400 | 19.78 |
Power figures rest on the tool's default switching activity, not on a simulated workload.
